==> design.v <==
`timescale 1ns / 1ps
 module life(input logic clk,
             input logic reset,
             input logic [9:0][9:0] init,
             output logic [9:0][9:0] out);
    logic [9:0][9:0] state;
    logic [9:0][9:0] nextstate;
    always_ff @(posedge clk, posedge reset) 
        if(reset) state <= init;
        else state <= nextstate;
    generate
        genvar i,j;
        for (i = 0; i <= 9; i = i + 1) begin
            for (j = 0; j <= 9; j = j + 1) begin
                logic [3:0] sum;
                neighsum n(i,j, state, sum);
                calc c(sum, state[i][j],nextstate[i][j]);
            end
        end
    endgenerate
    assign out = nextstate;
 endmodule
module neighsum(input logic[3:0] i,j,
                input logic [9:0][9:0] state,
                output logic [3:0] sum);
    logic [3:0] l,r,u,d;
    assign l = i == 4'd0 ? 4'd9 : i - 1;
    assign r = i == 4'd9 ? 4'd0 : i + 1;
    assign u = j == 4'd0 ? 4'd9 : j - 1;
    assign d = j == 4'd9 ? 4'd0 : j + 1;
    assign sum = state[l][d] + 
                 state[l][j] + 
                 state[l][u] + 
                 state[i][d] + 
                 state[i][u] + 
                 state[r][d] + 
                 state[r][j] + 
                 state[r][u];    
endmodule
module calc(input logic [3:0] sum,
             input logic state,
             output logic nextstate);
    assign nextstate = ((sum == 2 & state) | sum == 3) ? 1:0;             
endmodule
module copy(input logic in,
            output logic out);
    assign out = in;
endmodule
`timescale 1ns / 1ps
module vga(input logic clk,
            input logic [15:0] sw,
            input logic btnCpuReset, btnC, btnU, btnD, btnL, btnR,
            output logic hsync, vsync,
            output logic [3:0] red, green, blue);
    parameter hbp = 144;
    parameter hfp = 784;
    parameter vbp = 31;
    parameter vfp = 511;
    logic [9:0] hc, vc, x, y;
    logic vgaclk;
    assign x = hc - hbp;
    assign y = vc - vbp;
    logic btnCSync;
    sync csync(clk,btnC,btnCSync);
    logic btnDSync;
    sync dsync(clk,btnD,btnDSync);
    divider div(clk, vgaclk);
    vgaController vgaCont(vgaclk, hsync, vsync, hc, vc);
    videoGen videoGen(btnDSync, btnCSync, sw, x, y, red, green, blue);
endmodule
module videoGen(input logic clk,
                input logic button,
                input logic [15:0] sw,
                input logic [9:0] x,y,
                output logic [3:0] r,g,b);
    logic [9:0][9:0] init;
    logic [9:0][9:0] nextstate;
    life l(clk, button, init, nextstate);
    always_comb begin       
        init[0] = 9'b000000000;
        init[1] = 9'b000000000;
        init[2] = 9'b000000000;
        init[3] = 9'b000000000;
        init[4] = 9'b000010000;
        init[5] = 9'b001010000;
        init[6] = 9'b000110000;
        init[7] = 9'b000000000;
        init[8] = 9'b000000000;
        init[9] = 9'b000000000;
    end
    always_comb begin
        if (x >= 0 && 
            x < 640 && 
            y >= 0 && 
            y < 480 &&
            nextstate[x/64][y/48] == 1)
        begin
            {r,g,b} = sw[11:0];
        end else begin
            {r,g,b} = 12'd0;
        end
    end       
endmodule
module divider(input logic clk,
                output logic div);
    logic [1:0] pxclk;
    always_ff @ (posedge clk) begin
        pxclk <= pxclk + 1;
    end
    assign div = pxclk[1];    
endmodule  
module vgaController (input logic vgaclk,
					  output logic hsync, vsync, 
				      output logic [9:0] hc, vc);
    parameter hpixels = 800;
    parameter vlines = 521;
    parameter hpulse = 96;
    parameter vpulse = 2;
    parameter hbp = 144;
    parameter hfp = 784;
    parameter vbp = 31;
    parameter vfp = 511;
    always_ff @ (posedge vgaclk)
        if (hc < hpixels - 1)
            hc <= hc + 1;
        else begin
            hc <= 0;
            if (vc < vlines - 1)
                vc <= vc + 1;
            else
                vc <= 0;
        end
    assign hsync = (hc < hpulse) ? 0:1;
    assign vsync = (vc < vpulse) ? 0:1;
endmodule 
module sync(input logic clk,
            input logic d,
            output logic q);
    logic n1;
    always_ff @(posedge clk) begin
        n1 <= d;
        q <= n1;
    end
endmodule
==> run.sh <==
#!/bin/bash
# OpenROAD 26Q1-2900-gdf79404cd8, Yosys 0.63+post, stock flow scripts
make -C /OpenROAD-flow-scripts/flow DESIGN_CONFIG=/design/flow/config.mk WORK_HOME=/design/flow/orfs finish
==> config.mk <==
export PLATFORM = sky130hd
export DESIGN_NAME = vga
export DESIGN_NICKNAME = vga
export VERILOG_FILES = /design/flow/design.v
export SDC_FILE = /design/flow/constraint.sdc
export NUM_CORES = 4
export LEC_CHECK = 1
export CORE_UTILIZATION = 30
==> constraint.sdc <==
current_design vga

set clk_period 1.0
set clk_io_pct 0.2

create_clock -name clk0 -period $clk_period [get_ports {clk}]

set non_clock_inputs [all_inputs -no_clocks]
set_input_delay [expr $clk_period * $clk_io_pct] -clock clk0 $non_clock_inputs
set_output_delay [expr $clk_period * $clk_io_pct] -clock clk0 [all_outputs]
==> flow_metrics.tcl <==
# metrics dict for downstream scripts
set metrics [dict create \
    status "finished clean" \
    nFillCells 7490 \
    yosys-stat-cells 2176 \
    first_iter_violations 565 \
    rsz0062_at_grt "false" \
    topCellsByArea "fa_1 (36%), ha_1 (17%), dfrtp_1 (11%)" \
    cts_tree "built" \
    top_cell_area_share 0.357 \
    setup_tns_ns 0 \
    r2r-start "div.pxclk[0]" \
    cts-root-buf "clkbuf_16" \
    via_per_inst 4.69 \
    start_kind "input port" \
    postSynthSeqShare 0.139 \
    endpoint_kind "output pin" \
    rows 100 \
    design.core.area_um2 74400 \
    critical_path.top_delay_family "buffers and inverters" \
    tightest_slew_ns 0.924 \
    worst_hold_slack_ns 0.320 \
    slowest_stage "dlygate4sd2_1" \
    grt_use_met2 0.231 \
    grt_max_degree 64 \
    hold_class "flip-flop to flip-flop" \
    worst_path_largest_cell_delay_ns 0.22 \
    gr-total-overflow 0 \
    met1_usage 0.202 \
    clock_path_buffers 2 \
    ir_drop_mv 1.01 \
    finalInstanceArea_um2 24000 \
    maxCapViolCount 0 \
    insertedDiodeCount 0 \
    path_class "input port to output pin" \
    worstRegToRegCells 1 \
    synth_cell_types 88 \
    relSlewSlack 0.381 \
    syn_avg_cell_area_um2 10.4 \
    clk_pin_slew_ns 0.03 \
    async_reset_ff_frac 0.794 \
    p_per_area_nw_per_um2 55.0 \
    yosysWarnings 206 \
    finalCriticalPeriod_ns 0.909 \
    synthCells 2176 \
    gp_congestion 0.915 \
    crit_required_ns 0.80 \
    crit_path_cell_trace "dlygate4sd2_1, nor3b_2, buf_2" \
    drive_gt1_frac 0.0378 \
    die_w_um 276 \
    fp-utilization 0.303 \
    vias 14800 \
    drc_errors 0 \
    grtUsageTotal 0.145 \
    crit_path_max_fanout 1 \
    untimed_endpoints 132 \
    drtPass1Iterations 5 \
    synth_area_leader_cell "fa_1" \
    ios 37 \
    fin_util 0.322 \
    ff2ff_setup_slack_ns 0.42 \
    total_leakage_power_nw 9.92 \
    met3_usage 0.0524 \
    die_h_um 276 \
    reg2reg_to "div.pxclk[1]" \
    chip_area_um2 76300 \
    ys.flops 126 \
    drt-total-wl_mm 50.5 \
    ff_type "dfrtp_1" \
    cts_buffers 3 \
    crit_cells 3 \
    first_global_vias 15600 \
    edf_count 10 \
    syn_area_um2 22600 \
    ant_nets 0 \
    endpoint "blue[0]" \
    crit_buf_inv 2 \
    skew_ns 0.00421 \
    grt_pass1_wl_mm 84.1 \
    numPortBuffers 28 \
    top_usage_layer "met2" \
    crit_path_start "sw[0]" \
    placed_area_um2 24000 \
    fmax_ghz 1.10 \
    dp_hpwl_mm 42.7 \
    grt_antenna_before_repair 0 \
    drv_slew 0 \
    finalWorstSetupSlack_ns 0.0909 \
    area_growth_pct 6.34 \
    cts-htree-levels 1 \
    hold_violations 0 \
    fin_crit_sh 0.909 \
    yosys_area_um2 22600 \
    finalSetupViolations 0 \
    post-cts-setup-buffers 0 \
    wire_per_inst_um 16.0 \
    critical_path_arrival_ns 0.71 \
    unclocked_regs 120 \
    log.warning_count 35 \
    clk_latency_ns 0.23 \
    pre_cts_ws_ns -0.505 \
]
## cell usage in the layout, fill, tap and decap left out, types with 4 or more instances in the layout
cell type        count
a2111oi_0           47
a211o_1              4
a211oi_1            98
a21boi_0             7
a21o_1               5
a21oi_1             64
a221oi_1            10
a31oi_1              5
and2_1               5
and3_1               5
buf_2               12
buf_4               13
clkdlybuf4s50_1      4
dfrtp_1             95
dfstp_2              5
dfxtp_1             15
dlygate4sd2_1       12
edfxtp_1            10
fa_1               402
ha_1               312
inv_1              609
mux2_2               6
mux2i_1             54
mux4_2               7
nand2_1             22
nand2b_1            19
nand3_1             32
nand4_1              5
nor2_1              55
nor2b_1             49
nor3_1              56
nor3b_2             12
nor4_1              10
o211ai_1             6
o21ai_0             14
o22ai_1             10
o41ai_1              4
or3_1                5
xnor2_1             15
xor2_1              12
## registers in the layout, summed over array words and instances, names as in the netlist
register / cells
vgaCont.hc: 10
vgaCont.vc: 10
dsync.n1: 1
div.pxclk: 2
csync.q: 1
videoGen.l.state: 100
csync.n1: 1
dsync.q: 1
## power breakdown
part	switching [W]	internal, W
sequential	0.0000288	0.000450
combinational	0.000137	0.0000443
clock	0.000132	0.000529
## cells by family after synthesis
group / synth area share
muxes: 0.0351
and+or+nand+nor: 0.0708
buffers and inverters: 0.110
AOI/OAI and AO/OA: 0.103
xor gates and xnor gates: 0.0115
adders and majority gates: 0.531
DFF: 0.139
## stage by stage
step           std cells  power, W
2_1_floorplan       2176  0.000557
3_3_place_gp        3159  0.000686
3_5_place_dp        3159  0.000688
4_1_cts             3163   0.00135
5_1_grt             3163   0.00137
6_report            3163   0.00132
## area by class of cell
cell class / count / area (um2) / share of cell area
well taps: 969 / 1210 / 0.0506
clock buffers: 4 / 78.8 / 0.00329
flip-flops and latches: 126 / 3130 / 0.131
repair buffers: 41 / 303 / 0.0126
inverters: 612 / 2300 / 0.0961
multi-input cells: 1411 / 17000 / 0.707
## worst min-delay path by stage
| stage | depth (start not counted) | end | slack, ns | from |
|---|---|---|---|---|
| 6_report | 0 | csync.q | 0.32 | csync.n1 |
| 5_1_grt | 0 | csync.q | 0.32 | csync.n1 |
| 4_1_cts | 0 | csync.q | 0.32 | csync.n1 |
## synth_stat cells (all sizes together), types with 19 or more instances
master and count:
inv 610, fa 402, ha 312, a211oi 99, dfrtp 95, a21oi 65, nor2 56, nor3 56
mux2i 54, nor2b 49, a2111oi 48, nand3 33, nand2 23, nand2b 19
## repair_timing
item | CTS | global route
hold endpoints to repair | 0 | 0
hold buffers | 0 | 0
gates resized | 50 | 0
endpoints found under the setup margin | 12 | 0
## routing by layer
layer	share of wire	wire [um]	vias to the layer above
met5	0.0011	58	-
met4	0.012	624	2
met3	0.085	4280	35
met2	0.47	23700	372
met1	0.43	21800	7279
li1	-	-	7158
No activity file was given, so power comes from the tool's default toggle rates.
